==> design/flow/design.v <==
module ripple_carry_adder_nbit(a,b,c_in,sum,c_out);
    parameter N=8;
    input [N-1:0] a,b;
    input c_in;
    output [N-1:0] sum;
    output c_out;
    wire [N:0] carry; 
    assign carry[0]=c_in;
    assign carry[N]=c_out;
    genvar i;
    generate for(i=0; i<N; i++)
        begin: full_adder_loop
            wire t1,t2,t3;
            xor G1(t1,a[i],b[i]), G2(sum[i],t1,carry[i]);
            and G3(t2,a[i],b[i]), G4(t3,t1,carry[i]);
            or G5(carry[i+1],t2,t3);
        end
    endgenerate
endmodule
==> design/flow/run.sh <==
#!/bin/bash
# OpenROAD 26Q1-2900-gdf79404cd8, Yosys 0.63+post, stock flow scripts
make -C /OpenROAD-flow-scripts/flow DESIGN_CONFIG=/design/flow/config.mk WORK_HOME=/design/flow/orfs finish
==> design/flow/config.mk <==
export PLATFORM = sky130hd
export DESIGN_NAME = ripple_carry_adder_nbit
export DESIGN_NICKNAME = ripple_carry_adder_nbit
export VERILOG_FILES = /design/flow/design.v
export SDC_FILE = /design/flow/constraint.sdc
export NUM_CORES = 4
export LEC_CHECK = 1
export CORE_AREA = 10 10 70 70
export DIE_AREA = 0 0 80 80
==> design/flow/constraint.sdc <==
current_design ripple_carry_adder_nbit

set clk_period 7.7
set clk_io_pct 0.2

create_clock -name clk0 -period $clk_period

set non_clock_inputs [all_inputs -no_clocks]
set_input_delay [expr $clk_period * $clk_io_pct] -clock clk0 $non_clock_inputs
set_output_delay [expr $clk_period * $clk_io_pct] -clock clk0 [all_outputs]
==> reports/qor.yml <==
ioPinCount: 26
port_buffers: 26
cts.repair.resized: 0
finalPower_uw: 35.18
syn_area_per_cell_sq_um: 10.98
combGateArea_sq_um: 160.2
warnings: 32
synth.distinct_cells: 2
crit_type: "in -> out"
dr_total_vias: 209
fin_crit_sh_pct: 91.82
ff_count: 0
routed_wl_um: 766
hold_depth: 5
drive_above_1_share_pct: 0
synth.most_common_cell: "inv_1"
area_growth_pct: 160.8
p_per_area_nw_per_um2: 68.24
cpLargestDelayFamily: "adder cells"
yosys_area_sq_um: 197.7
grt_max_degree: 2
hpwl_um: 749.9
outcome: "completed"
initCoreUtil_pct: 5.788
via_per_inst: 2.322
synth.largest_area_cell: "fa_1"
hp-class: "in -> out"
startpoint_type: "input pin"
tightest_slew_ns: 0.09996
dieArea_sq_um: 6400
synthTopCellsByCount: "inv_1 (10), fa_1 (8)"
ir_drop_mv: 0.02455
rsz0062_at_grt: "no"
synth_area_sq_um: 197.7
fin_cells: 90
hold_viol: 0
path_buffers: 6
min_from: "b[0]"
timing.setup.tns_ns: 0
placementRows: 21
relSlewSlack_pct: 93.31
regArea_sq_um: 0
holdPathEnd: "sum[0]"
postCtsHoldBufs: 0
setup_viol_count_final: 0
drtPass1Iterations: 2
topCellsByArea: "fa_1 (81%), inv_1 (19%)"
top_area_share_pct: 81.01
track_usage_pct: 2.401
post-route-drc-count: 0
core-area_sq_um: 3416
cts_setup_buffers: 0
antenna_left: 0
path_cells: "clkdlybuf4s50_1, inv_1, fa_1, inv_1, fa_1, fa_1, fa_1, fa_1, fa_1, fa_1, inv_1, fa_1, inv_1, clkdlybuf4s50_1"
crit_path_max_fanout: 1
clockBufferCount: 0
ys_cells: 18
die_h_um: 80
drv_slew: 0
die_x_um: 80
cp_common_cell: "fa_1"
yosysWarnings: 0
final_util_pct: 15.09
place_inst: 90
arrival_ns: 5.53
antennaDiodeCount: 0
antenna_found_initial: 0
gp_congestion: 0.7906
worstSetupEndpointType: "output pin"
crit_cells: 14
holdWs_ns: 4.140
p_leak_uw: 0.0002134
critical_path.max_stage_delay_ns: 0.46
drt_iter0_drc: 1
clock.fmax_mhz: 141.4
slowest_stage: "clkdlybuf4s50_1"
grt_pass1_wl_um: 1242
period_minus_slack_ns: 7.070
fillers: 392
grt_pass1_vias: 245
routedWlPerCell_um: 8.511
synthCells: 18
grt_overflow: 0
worstPathRequired_ns: 6.16
maxCapViolations: 0
ys_seq_share_pct: 0
-- cell type report --
type                            count  area share, %
Timing Repair Buffer               26          50.49
Multi-Input combinational cell      8          31.07
Tap cell                           46          11.17
Inverter                           10          7.282
-- cell families after synthesis --
family / Yosys count / share of synthesized area, %
adders and majority gates: 8 / 81.01
buffers and inverters: 10 / 18.99
-- report_power, final --
group	leakage, uW	switching [uW]	internal [uW]
Clock	0	0	0
Combinational	0.000213	9.37	25.8
Sequential	0	0	0
-- per-stage QoR --
stage                     area [sq um]  setup slack [ns]
after floorplan                  197.7             1.624
after detailed placement         515.5            0.6010
after global routing             515.5            0.4291
after CTS                        515.5            0.5966
after global placement           515.5            0.6009
final                            515.5            0.6302
-- per-layer routing --
layer	vias to the layer above	global-route usage (%)	share of wire [%]
met1	88	3.322	47
met3	0	1.818	28
met4	0	0	0
li1	96	-	-
met5	-	0	0
met2	25	3.050	25
-- cells in the final DEF, fill, tap and decap left out --
cell             count
clkdlybuf4s50_1     26
inv_1               10
fa_1                 8
-- worst max-delay path by stage --
stage	startpoint	to	slack [ns]
after CTS	a[0]	sum[7]	0.60
after global routing	a[0]	sum[7]	0.43
final	a[0]	sum[7]	0.63
No activity file was given, so power comes from the tool's default toggle rates.
