**./design.v**
```verilog
`timescale 1ns / 1ps
module adder_4bit(a,b,cin,s,cout);
    input [3:0] a,b;
    input cin;
    output [3:0] s;
    output cout;
    wire p0,g0,p1,g1,p2,g2,p3,g3;
    wire c1,c2,c3;
    assign p0=a[0]^b[0], p1=a[1]^b[1], p2=a[2]^b[2], p3=a[3]^b[3];
    assign g0=a[0]&b[0], g1=a[1]&b[1], g2=a[2]&b[2], g3=a[3]&b[3];
    assign  c1 = g0|(p0&cin), 
            c2 = g1|(p1&g0)|(p1&p0&cin), 
            c3 = g2|(p2&g1)|(p2&p1&g0)|(p2&p1&p0&cin),
            cout = g3|(p3&g2)|(p3&p2&g1)|(p3&p2&p1&g0)|(p3&p2&p1&p0&cin);
    assign s[0] = p0^cin, s[1] = p1^c1, s[2] = p2^c2, s[3] = p3^c3;
endmodule
module adder_16bit(x,y,z,sign,zero,carry,parity,overflow);
    input [15:0] x,y;
    output [15:0] z;
    output sign,zero,carry,parity,overflow;
    wire c[3:1];
    assign sign = z[15];
    assign zero = ~|z;
    assign parity = ~^z;
    assign overflow = (x[15]&y[15]&~z[15])|(~x[15]&~y[15]&z[15]);
    adder_4bit A0(x[3:0],y[3:0],1'b0,z[3:0],c[1]);
    adder_4bit A1(x[7:4],y[7:4],c[1],z[7:4],c[2]);
    adder_4bit A2(x[11:8],y[11:8],c[2],z[11:8],c[3]);
    adder_4bit A3(x[15:12],y[15:12],c[3],z[15:12],carry);
endmodule
```
**./run.sh**
```bash
#!/bin/bash
# OpenROAD 26Q1-2900-gdf79404cd8, Yosys 0.63+post, stock flow scripts
make -C /OpenROAD-flow-scripts/flow DESIGN_CONFIG=/design/flow/config.mk WORK_HOME=/design/flow/orfs finish
```
**./config.mk**
```make
export PLATFORM = sky130hd
export DESIGN_NAME = adder_16bit
export DESIGN_NICKNAME = adder_16bit
export VERILOG_FILES = /design/flow/design.v
export SDC_FILE = /design/flow/constraint.sdc
export NUM_CORES = 4
export LEC_CHECK = 1
export CORE_AREA = 10 10 92 92
export DIE_AREA = 0 0 102 102
```
**./constraint.sdc**
```tcl
current_design adder_16bit

set clk_period 8.4
set clk_io_pct 0.2

create_clock -name clk0 -period $clk_period

set non_clock_inputs [all_inputs -no_clocks]
set_input_delay [expr $clk_period * $clk_io_pct] -clock clk0 $non_clock_inputs
set_output_delay [expr $clk_period * $clk_io_pct] -clock clk0 [all_outputs]
```
==> out/qor.csv <==
stage,metric,value,unit
status,outcome,"complete, no violations",
min_path,Hold WC Path Type,input pin to primary output,
synth,Cell area leaders,"ha_1 (23%), fa_1 (8.6%), xnor2_1 (7.5%)",
floorplanning,Die Wd,102,um
critical_path,CP Cell Sequence,"clkdlybuf4s50_1, ha_1, a21oi_1, o21ai_1, a32oi_1, o21a_1, inv_1, fa_1, xor2_1, xnor2_1, xnor2_1, xnor3_1, xnor2_1, xnor3_1, xnor3_1, clkdlybuf4s50_1",
critical_path,Worst Path Max Fanout,4,
power_and_ir_drop,Pwr Density,158,mW/mm^2
critical_path,CP arrival,5.99,ns
synth,Distinct lib cells used,33,
route,vias per cell,3.67,
final_timing,RSZ-0062 raised after global routing,false,
route,post-route ant nets,0,
cells_and_area,final instance area,0.00154,mm^2
critical_path,Worst path max stage delay,0.54,ns
route,DRT Wirelength,2.85,mm
synth,Mapped Area,928,um^2
power_and_ir_drop,Reg power frac,0,
grt,largest net degree at the start of global routing,6,
final_timing,post-layout min period,7.67,ns
route,DRT iter0 DRCs,36,
clock_network,CTS resizes,0,
cells_and_area,Top cells excl fill/tap,"clkdlybuf4s50_1 (53), ha_1 (17), inv_1 (13)",
power_and_ir_drop,Power Internal,163,uW
flow_run,Max-Cap Viols,0,
placement,GP Congestion,0.811,
critical_path,CP top delay family,XOR/XNOR gates,
cells_and_area,Register Area,0,um^2
critical_path,kind of critical path,input pin to primary output,
synth,yosys synthesis chip area,928,um^2
floorplanning,Die Y,102,um
synth,Synth Instances,105,
critical_path,buffers and inverters on the worst path,3,
critical_path,crit path max-delay cell type,fa_1,
synth,Yosys top cell by area,ha_1,
grt,grt ovf,0,
grt,number of global-route vias before repair,919,
cells_and_area,Area Growth Syn to Fin,65.9,%
route,Remaining DRCs,0,
synth,"area share, top type",0.229,
cells_and_area,dominant logic cell type in the layout,clkdlybuf4s50_1,
clock_network,# hold bufs at CTS,0,
critical_path,Crit path required time,6.72,ns
final_timing,Final setup viols,0,
cells_and_area,clkbuf count,0,
power_and_ir_drop,Gate power share,1.000,
final_timing,worst slew margin relative to its limit,0.754,
clock_network,total setup buffers inserted after CTS,0,
grt,GRT Resource Usage Total,0.0548,
synth,Yosys warning count,1,
placement,Port Buffer Count,53,
route,antenna cell count,0,
power_and_ir_drop,Worst IR Drop VDD,53.0,uV
route,via count,856,
synth,register share after synthesis,0,
final_timing,fin crit share,0.913,
final_timing,Fin Setup TNS,0,ns
placement,placed inst area,0.00154,mm^2
final_timing,max frequency,130,MHz
synth,ys cells,105,
final_timing,max-slew violation count,0,
floorplanning,Core Footprint,0.00646,mm^2
power_and_ir_drop,clock share of power,0,
power_and_ir_drop,Net Sw Frac,0.328,
critical_path,Setup crit start kind,input pin,
power_and_ir_drop,Leak,0.670,nW
floorplanning,Initial Util,0.144,
flow_run,OpenROAD warnings,33,
placement,Final HPWL DP,2.73,mm
route,Initial DRT Pass Iterations,4,
floorplanning,num rows,29,
grt,first-pass GRT wire length,4.60,mm
cells_and_area,share of cells above drive strength 1,0.0641,
final_timing,Worst Tran Pin Value,0.366,ns
floorplanning,DIE AREA,0.0104,mm^2
critical_path,Crit. End Element,primary output,
floorplanning,IO Count,53,
synth,synthesized area per cell,8.84,um^2
final_timing,"Hold Vio Cnt, Final",0,
route,Routed WL per cell,12.2,um
grt,initial antenna violation count,0,
cells_and_area,Seq cells,0,
power_and_ir_drop,P_sw,79.6,uW
==> layer usage <==
layer | global-route usage | part of all wire | up-vias
met1 | 0.0701 | 0.43 | 371
li1 | - | - | 463
met3 | 0.0143 | 0.067 | 0
met5 | 0 | 0 | -
met2 | 0.0963 | 0.50 | 22
met4 | 0 | 0 | 0
==> stage by stage <==
| stage | utilization | cells | hold slack, ns | setup slack (ns) | power [mW] |
|---|---|---|---|---|---|
| 4_1_cts | 0.238 | 233 | 4.51 | 0.676 | 0.250 |
| 2_1_floorplan | - | 105 | 3.53 | 1.87 | 0.143 |
| 5_1_grt | 0.238 | 233 | 4.53 | 0.388 | 0.265 |
| 3_3_place_gp | 0.238 | 233 | 4.51 | 0.748 | 0.248 |
| 3_5_place_dp | 0.238 | 233 | 4.51 | 0.696 | 0.249 |
| 6_report | 0.238 | 233 | 4.49 | 0.729 | 0.243 |
==> layout make-up <==
| type | count | area (um^2) |
|---|---|---|
| fill | 713 | 4920 |
| inverter | 14 | 52.6 |
| multi-input combinational | 89 | 861 |
| tap | 77 | 96.3 |
| timing repair buffer | 53 | 531 |
==> final timing paths <==
| kind | startpoint | endpoint | slack, ns | cells after the start |
|---|---|---|---|---|
| max | y[5] | parity | 0.73 | 16 |
| min | x[0] | z[0] | 4.49 | 3 |
==> logic make-up after synthesis <==
family	after synthesis	share of synthesized area
adders and majority gates	21	0.315
AOI/OAI and AO/OA	24	0.173
xor gates and xnor gates	22	0.313
buffers and inverters	16	0.0728
and+or+nand+nor	21	0.115
muxes	1	0.0121
==> synth_stat cells <==
library cell  number
a211oi_1           1
a21o_1             4
a21oi_1            9
a32oi_1            1
a41oi_1            1
buf_4              2
fa_1               4
ha_1              17
inv_1             13
inv_2              1
mux2_1             1
nand2_1            6
nand2b_1           2
nand3_1            1
nand4_1            1
nand4bb_1          1
nor2_1             5
nor2b_1            1
nor3_1             1
nor4_1             2
o211ai_2           1
o21a_1             1
o21ai_0            1
o21ai_1            2
o21ai_2            2
o21bai_1           1
or3_1              1
xnor2_1            8
xnor2_2            2
xnor2_4            1
xnor3_1            3
xor2_1             5
xor2_2             3
==> power by group through the flow <==
stage	logic (mW)	clock network, mW	registers [mW]
final	0.243	0	0
after CTS	0.250	0	0
after global routing	0.265	0	0
Power and IR drop assume default switching activity.
